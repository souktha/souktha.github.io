<file path="flow/design.v">
`timescale 100ps / 10ps 
module bch15_7_5_decode #(parameter IWIDTH=15, OWIDTH=7) (
    input clk,
    input dec_enable,  
    input  ibit,  
    output bsy,  
    output rdy,  
    output err,  
    output [OWIDTH-1:0] outw  
    );
    wire [7:0] r;
    reg ierr = 1'b0;  
	reg [IWIDTH-1:0] cw, quotient;
    wire [IWIDTH-1:0] bit_correction;
    reg [IWIDTH-1:0] correction;
    reg [4:0] count = 5'h0;
    reg [2:0] current,next;
    parameter IDLE=3'b000, DECODING=3'b001, DOUT=3'b011;
	parameter DHOLD=3'b111, UNCORRECTABLE=3'b100;
    reg busy = 1'b0;
    reg ready = 1'b0;
    wire [3:0] sweight;
    wire divider_en ;
	wire [7:0] si;
    wire sready;
    reg calc_synd_en;
    reg [4:0] jpos;
    wire [4:0] pos;
    assign rdy = ready | sready;
    assign bsy = busy;
    assign err = ierr;
    assign outw = cw[IWIDTH-1:4'hf - 4'h7] ^ bit_correction[IWIDTH-1:4'hf - 4'h7];
    initial begin
		quotient = 15'h0;
		cw = 15'h0;
        calc_synd_en = 1'b0;
        jpos = 5'h0;
        end
	always@(current , dec_enable, count, r )
		if ( !dec_enable ) begin
			next <= IDLE;
			busy <= #1 1'b0;
			ready <= #1 1'b0;
			calc_synd_en <= 1'b0;
            ierr <= #1 1'b0;
		end
		else begin
            busy <= #1 1'b1;
			case (current)
				IDLE: begin
					next <= DECODING;
					end
				DECODING: begin
                    if (count >= 4'hf ) begin
                        if ( sweight <= 4'h2 ) begin
                            calc_synd_en <= 1'b1; 
                            next <= DOUT;
                            jpos <= count - 5'h10;   
                            end
                        else if (count == 5'h18 ) begin
                            next <= UNCORRECTABLE;
                            end
                        end
					end  
				DOUT: begin
					busy <= #1 1'b0;
					ready <= #1 1'b1;
                    jpos <= 5'h0;
					next <= DHOLD;
					end
				DHOLD: begin
					next <= IDLE;
					ready <= #1 1'b0;
                    ierr <= #1 1'b0;
					end
				UNCORRECTABLE: begin
					next <= DHOLD;
                    busy <= #1 1'b0;
                    ready <= #1 1'b1;
                    ierr <= #1 1'b1;
					end
				default: begin
                    next <= DHOLD;
                    busy <= #1 1'b0;
                    ierr <= #1 1'b1;
                    end
			endcase
			end
    always@(posedge clk)
	if (!dec_enable ) begin
		count <= 5'h0;
		current <= IDLE;
		end
	else begin
        count <= count + 1'b1;
		current <= next;
	end
    assign divider_en = busy;
    always@(posedge clk)
        if (dec_enable && busy ) begin
            if ( count < 5'h10 )  
             cw <= {cw[IWIDTH-2:0],ibit};
        end
    modulo_gx syndrome (
        .clk(clk),
        .enable(divider_en),
        .ibit(ibit),
        .weight(sweight),
        .remainder(r)
        );
	assign pos = jpos;
	wire enable_estimate_error_bits;
	assign enable_estimate_error_bits = ((sweight <= 4'h2) & ( count >= 4'hf) ) ? 1'b1:1'b0;
	compute_error_cw likely_bits_err (
		.clk(clk),
		.enable(enable_estimate_error_bits),
		.syndrome(r),
        .weight(sweight),
		.pos(pos),
        .rdy(sready),
		.err_bits(bit_correction)
		);
endmodule
module compute_error_cw (
	input clk,
	input enable,
	input [7:0] syndrome,
	input [4:0] pos,
    input [3:0] weight,
	output rdy,
	output [14:0] err_bits
	);
	reg [22:0] bit_err;
	reg [14:0] R;  
	reg [7:0] ibit;
	reg [2:0] count;
	reg ready;
	initial begin
		bit_err = 23'h0;
		R = 15'h0;
		count = 3'h0;
		ready = 1'b0;
		end
	assign err_bits = bit_err[14:0];  
    assign rdy = ready;
	always@(syndrome, pos, enable) begin
        if ( !ready ) begin
		bit_err = syndrome << (5'h0f  - pos);
		R  = bit_err[14:0];
        end
		end
	always@(posedge clk) begin
		if ( enable )
			count <= count + 1'b1;
		else begin
			count <= 3'h0;
			end
	end
	always@(posedge clk)
        if (enable) begin
		ready <= 1'b0;
		if ( bit_err[22:15] ) begin
			R[0] <= R[14] ^ ibit;
			R[1] <= R[0];
			R[2] <= R[1];
			R[3] <= R[2];
			R[4] <= R[3];
			R[5] <= R[4];
			R[6] <= R[5];
			R[7] <= R[6];
			R[8] <= R[7];
			R[9] <= R[8];
			R[10] <= R[9];
			R[11] <= R[10];
			R[12] <= R[11];
			R[13] <= R[12];
			R[14] <= R[13];
			ibit <= {ibit[6:0],1'b0};
            if (weight <= 4'h2 )
                ready <= 1'b1;
		end
		else 
			ready <= 1'b1;
        end
        else
            ready <= 1'b0;
endmodule
module modulo_gx #(parameter IWIDTH=15, OWIDTH=8) (
    input clk,
    input enable,  
    input  ibit,  
    output [3:0] weight,
    output [OWIDTH-1:0] remainder  
);
    reg [OWIDTH-1:0] r; 
	reg [IWIDTH-1:0] cw;
    assign remainder  = r;
    initial begin
        r = 8'h0;
    end
    assign weight = r[0] + r[1] + r[2] + r[3] + r[4] + r[5] + r[6] + r[7];
    always@(posedge clk) begin
	if (enable ) begin
		r[7] <=  r[6] ^ r[7];
		r[6] <=  r[5] ^ r[7];
		r[5] <=  r[4];
		r[4] <=  r[3] ^ r[7];
		r[3] <=  r[2];
		r[2] <=  r[1];
        r[1] <=  r[0];
		r[0] <=  ibit ^ r[7];
    end
    else 
        r <=  8'h0;
    end
endmodule 
</file>
<file path="flow/run.sh">
#!/bin/bash
# OpenROAD 26Q1-2900-gdf79404cd8, Yosys 0.63+post, stock flow scripts
make -C /OpenROAD-flow-scripts/flow DESIGN_CONFIG=/design/flow/config.mk WORK_HOME=/design/flow/orfs finish
</file>
<file path="flow/config.mk">
export PLATFORM = sky130hd
export DESIGN_NAME = bch15_7_5_decode
export DESIGN_NICKNAME = bch15_7_5_decode
export VERILOG_FILES = /design/flow/design.v
export SDC_FILE = /design/flow/constraint.sdc
export NUM_CORES = 4
export LEC_CHECK = 1
export CORE_UTILIZATION = 50
</file>
<file path="flow/constraint.sdc">
current_design bch15_7_5_decode

set clk_period 4.0
set clk_io_pct 0.2

create_clock -name clk0 -period $clk_period [get_ports {clk}]

set non_clock_inputs [all_inputs -no_clocks]
set_input_delay [expr $clk_period * $clk_io_pct] -clock clk0 $non_clock_inputs
set_output_delay [expr $clk_period * $clk_io_pct] -clock clk0 [all_outputs]
</file>
==> flow_results.xml <==
<?xml version="1.0" encoding="UTF-8"?>
<metrics>
  <group name="place">
    <metric name="buffer_ports.inserted" unit="">12</metric>
    <metric name="dpl_worst_slack" unit="ns">0.719</metric>
    <metric name="hpwl" unit="microns">2260</metric>
    <metric name="gp_congestion" unit="">0.837</metric>
  </group>
  <group name="synthesis">
    <metric name="postSynthCellCount" unit="">188</metric>
    <metric name="post_synth.cell_area_avg" unit="sq um">10.6</metric>
    <metric name="synth.cellmix.simpleShare" unit="%">15.6</metric>
    <metric name="yosys.stat.chipArea" unit="sq um">1990</metric>
    <metric name="synth.ff_latch_count" unit="">49</metric>
    <metric name="synthMuxAreaShare" unit="%">6.10</metric>
    <metric name="ys_cells" unit="">188</metric>
    <metric name="synthTopCellsByArea" unit="">sky130_fd_sc_hd__edfxtp_1, sky130_fd_sc_hd__dfxtp_1, sky130_fd_sc_hd__dlxtn_1</metric>
    <metric name="biggest_area_consumer_among_synthesized_cells" unit="">sky130_fd_sc_hd__edfxtp_1</metric>
    <metric name="ys_sh_xor" unit="%">5.72</metric>
    <metric name="synth.cell_area" unit="sq um">1990</metric>
    <metric name="synth_compound_gate_area_share" unit="%">7.04</metric>
    <metric name="yosys.cell_types.count" unit="">35</metric>
    <metric name="netlist_logic_family_top" unit="">simple AND/OR/NAND/NOR gates</metric>
    <metric name="synthDominantCellAreaShare" unit="%">22.6</metric>
    <metric name="synth.yosys.warnings" unit="">3</metric>
    <metric name="ys_sh_adder" unit="%">7.80</metric>
  </group>
  <group name="setup_path">
    <metric name="crit_path_max_fanout" unit="">17</metric>
    <metric name="cp_data_required_time" unit="ns">3.20</metric>
    <metric name="critical_path_start_type" unit="">primary input</metric>
    <metric name="worst-setup-path-type" unit="">in -&gt; out</metric>
    <metric name="cp.arrival" unit="ns">2.48</metric>
    <metric name="crit_path_end_kind" unit="">output pin</metric>
  </group>
  <group name="route">
    <metric name="postRouteAntennaNets" unit="">0</metric>
    <metric name="routed_wire_length_per_instance" unit="microns">12.5</metric>
    <metric name="drt-total-wl" unit="microns">3110</metric>
    <metric name="drt-pass1-iter-count" unit="">4</metric>
    <metric name="avgViaCountPerCell" unit="">5.04</metric>
    <metric name="drt_first_iter_violations" unit="">97</metric>
    <metric name="drc" unit="">0</metric>
    <metric name="diodes" unit="">0</metric>
    <metric name="num_vias" unit="">1260</metric>
  </group>
  <group name="floorplan">
    <metric name="floorplan.core_area" unit="sq um">3740</metric>
    <metric name="die_width" unit="microns">65.1</metric>
    <metric name="design.portCount" unit="">13</metric>
    <metric name="floorplan.initialDensity" unit="%">53.1</metric>
    <metric name="placement_rows" unit="">22</metric>
    <metric name="die_area" unit="sq um">4230</metric>
    <metric name="die_h" unit="microns">65.1</metric>
  </group>
  <group name="outcome">
    <metric name="run_status" unit="">complete, no violations</metric>
  </group>
  <group name="run">
    <metric name="warnings" unit="">26</metric>
    <metric name="max_cap_violations" unit="">0</metric>
  </group>
  <group name="clock_network">
    <metric name="setup_buffers_after_cts" unit="">0</metric>
    <metric name="clock_path_buffers" unit="">2</metric>
    <metric name="clkTransAtPathRegs" unit="ns">0.06</metric>
    <metric name="clock_insertion_delay_worst_skew" unit="ns">0.28</metric>
    <metric name="post_cts_hold_buffer_count" unit="">0</metric>
    <metric name="cts_tree" unit="">yes</metric>
    <metric name="cts_max_level" unit="">2</metric>
    <metric name="cts_buffers" unit="">5</metric>
    <metric name="cts-root-buf" unit="">sky130_fd_sc_hd__clkbuf_8</metric>
    <metric name="post_cts_resize_count" unit="">0</metric>
  </group>
  <group name="final_timing">
    <metric name="finalClockSkew" unit="ns">0.00340</metric>
    <metric name="hold_viol_final" unit="">0</metric>
    <metric name="slew-limit-headroom" unit="%">67.0</metric>
    <metric name="number_of_register_pins_that_no_clock_reaches" unit="">17</metric>
    <metric name="timing.final.max_slew_violations" unit="">0</metric>
    <metric name="timing.final.setup_violations" unit="">0</metric>
    <metric name="unconstrained_endpoints" unit="">18</metric>
    <metric name="totalNegativeSetupSlack" unit="ns">0</metric>
    <metric name="finalClockPeriodUsage" unit="%">81.9</metric>
    <metric name="setup_ws" unit="ns">0.725</metric>
    <metric name="finalHoldWorstSlack" unit="ns">0.424</metric>
    <metric name="tightestPinTransition" unit="ns">0.493</metric>
    <metric name="final.min_clock_period" unit="ns">3.28</metric>
    <metric name="rsz_0062_raised_after_global_routing" unit="">no</metric>
    <metric name="maxClockFrequency" unit="GHz">0.305</metric>
  </group>
  <group name="grt">
    <metric name="number_of_antenna_violations_at_the_first_check_in_global_routing" unit="">0</metric>
    <metric name="maximum_number_of_pins_on_one_net_before_global_route_repair" unit="">18</metric>
    <metric name="grt_busiest_layer" unit="">met1</metric>
    <metric name="grt_pass1_wl" unit="microns">5650</metric>
    <metric name="gr-total-overflow" unit="">0</metric>
    <metric name="grt_usage" unit="%">18.1</metric>
    <metric name="globalRouteMet2Util" unit="%">26.0</metric>
    <metric name="global_route.usage.met3" unit="%">3.75</metric>
    <metric name="number_of_global_route_vias_before_repair" unit="">1238</metric>
    <metric name="globalRouteMet1Util" unit="%">30.7</metric>
  </group>
  <group name="final_layout">
    <metric name="drive_gt1_share" unit="%">9.41</metric>
    <metric name="flow.area_growth_from_synthesis" unit="%">11.9</metric>
    <metric name="finalCoreUtilization" unit="%">59.5</metric>
  </group>
  <group name="power">
    <metric name="p_leak" unit="nW">0.886</metric>
    <metric name="power.ir.vdd_worst" unit="V">0.000256</metric>
    <metric name="cellPowerDensity" unit="nW/um^2">301</metric>
    <metric name="report.power.total" unit="W">0.000669</metric>
  </group>
  <group name="worst_hold_path">
    <metric name="min-delay-path-class" unit="">reg -&gt; reg</metric>
  </group>
</metrics>
-- per-stage QoR --
| step | instances | instance area [sq um] |
|---|---|---|
| 2_1_floorplan | 188 | 1990 |
| 3_3_place_gp | 242 | 2140 |
| 3_5_place_dp | 242 | 2140 |
| 4_1_cts | 250 | 2230 |
| 5_1_grt | 250 | 2230 |
| 6_report | 250 | 2230 |
-- layout by cell type (no fill, tap or decap), drive strengths merged, types with 3 or more instances in the layout --
cell type,n
and3,4
edfxtp,15
inv,17
nand2,7
xnor2,5
clkinv,3
nand2b,4
or2,4
ha,6
mux2i,5
clkbuf,5
dfxtp,17
nand4,3
nor2,19
o22ai,8
clkdlybuf4s50,12
mux2,6
a22oi,3
xor2,8
nand3,4
fa,4
nor2b,5
dlxtn,17
and2,7
-- path summary, 6_finish.rpt --
path / cells after the start / start / slack [ns] / end
setup / recovery: 4 / dec_enable / 0.72 / bsy
hold / removal: 0 / cw[6]$_DFFE_PP_ / 0.42 / cw[7]$_DFFE_PP_
setup reg to reg: 9 / syndrome.r[0]$_SDFF_PN0_ / 0.74 / likely_bits_err.ready$_SDFF_PN0_
hold reg to reg: 0 / cw[6]$_DFFE_PP_ / 0.42 / cw[7]$_DFFE_PP_
-- power by group --
group	internal (W)	total, W	switching [W]
Clock	0.000121	0.000240	0.000119
Sequential	0.000362	0.000378	0.0000160
Combinational	0.0000288	0.0000512	0.0000224
Total	0.000511	0.000669	0.000158
-- worst max-delay path, stage by stage --
cell                              delay (ns)
sky130_fd_sc_hd__clkdlybuf4s50_1        0.78
sky130_fd_sc_hd__nand2_1                0.33
sky130_fd_sc_hd__inv_1                  0.11
sky130_fd_sc_hd__clkdlybuf4s50_1        0.45
-- state kept, by name (all words and copies together) (netlist names) --
register                 cells
jpos                         5
current                      3
likely_bits_err.ready        1
likely_bits_err.bit_err      7
count                        5
syndrome.r                   8
ierr                         1
ready                        1
next                         3
cw                          15
-- layout make-up --
| type | instances | area, sq um |
|---|---|---|
| Clock inverter | 3 | 18.8 |
| Tap cell | 48 | 60.1 |
| Inverter | 17 | 63.8 |
| Sequential cell | 49 | 1050 |
| Clock buffer | 5 | 68.8 |
| Fill cell | 324 | 1520 |
| Multi-Input combinational cell | 115 | 841 |
| Timing Repair Buffer | 13 | 128 |
-- cell families after synthesis --
| family | count (synthesis) |
|---|---|
| AND/OR/NAND/NOR | 60 |
| flip-flops | 32 |
| buffers and inverters | 24 |
| AND-OR/OR-AND | 21 |
| latches | 17 |
| XOR/XNOR | 13 |
| multiplexers | 11 |
| adder cells (fa/ha/maj) | 10 |
-- metal layers --
layer / vias up / share of wire (%) / wire, microns
li1: 659 / - / -
met1: 569 / 50 / 1560
met2: 25 / 44 / 1370
met3: 7 / 4.2 / 130
met4: 0 / 1.8 / 57
met5: - / 0 / 0
-- Yosys cell counts, drive strengths merged --
cell type	instances
inv	17
a211oi	1
a21oi	2
o2111ai	1
mux2i	5
nand2b	4
and2	7
nor2b	5
dfxtp	17
a22oi	3
nand2	7
xor2	8
o22ai	8
o21ai	2
clkbuf	2
dlxtn	17
nand4	3
a31oi	1
fa	4
buf	5
and3	4
nand3b	2
a2bb2oi	1
or2	4
o22a	1
mux2	6
xnor2	5
nor2	19
edfxtp	15
ha	6
o31ai	1
nand3	4
nand4b	1
Power is estimated from default activity; no workload was simulated.
